### design.v
`timescale 1ns / 1ps
module muladdmem(clk, en, we, addr, dataIn, out_pix);
	input clk, we,en;
	input [4:0]addr;
	input [15:0]dataIn;
	output reg signed [15:0]out_pix;
	integer i;
	reg [15:0] mem [17:0];
	wire signed [15:0] t0, t1,t2,t3,t4,t5,t6,t7,t8;
	assign t0 = mem[0]*mem[9];
	assign t1 = mem[1]*mem[10];
	assign t2 = mem[2]*mem[11];
	assign t3 = mem[3]*mem[12];
	assign t4 = mem[4]*mem[13];
	assign t5 = mem[5]*mem[14];
	assign t6 = mem[6]*mem[15];
	assign t7 = mem[7]*mem[16];
	assign t8 = mem[8]*mem[17];
	initial begin
		out_pix <= 0;
		for(i = 0; i <= 17; i = i + 1)begin
			mem[i] = 0;
		end
		mem[0] = 1;
		mem[1] = 2;
		mem[2] = -3;
		mem[9] = 2;
		mem[10] = 3;
		mem[11] = 4;
	end
	always@(posedge clk)begin
		if(we)
			mem[addr] <= dataIn;
		if(en)	
			out_pix <= t0+t1+t2+t3+t4+t5+t6+t7+t8;
	end
endmodule
### config.mk
export PLATFORM = sky130hd
export DESIGN_NAME = muladdmem
export DESIGN_NICKNAME = muladdmem
export VERILOG_FILES = /design/flow/design.v
export SDC_FILE = /design/flow/constraint.sdc
export NUM_CORES = 4
export LEC_CHECK = 1
export CORE_UTILIZATION = 40
### constraint.sdc
current_design muladdmem

set clk_period 11.3
set clk_io_pct 0.2

create_clock -name clk0 -period $clk_period [get_ports {clk}]

set non_clock_inputs [all_inputs -no_clocks]
set_input_delay [expr $clk_period * $clk_io_pct] -clock clk0 $non_clock_inputs
set_output_delay [expr $clk_period * $clk_io_pct] -clock clk0 [all_outputs]
### run.sh
#!/bin/bash
# OpenROAD 26Q1-2900-gdf79404cd8, Yosys 0.63+post, stock flow scripts
make -C /OpenROAD-flow-scripts/flow DESIGN_CONFIG=/design/flow/config.mk WORK_HOME=/design/flow/orfs finish
==> impl_metrics.sql <==
-- physical implementation figures
INSERT INTO impl_metrics (metric_group, metric, value, unit) VALUES
('run_status', 'run_status', 'finished clean', ''),
('final_timing', 'final.setup.tns', '0', 'ns'),
('final_timing', 'worst_slew_pin_slew', '0.833', 'ns'),
('global_routing', 'grt_pass1_vias', '32151', ''),
('floorplanning', 'die_area', '117000', 'µm²'),
('final_layout', 'area_overhead_of_the_layout_relative_to_synthesis', '7.55', '%'),
('final_layout', 'final_cell_mix', '1,155 x inv_1, 912 x fa_1, 621 x nand2_1', ''),
('clock_network', 'post_cts_resized', '0', ''),
('placement', 'routabilityCongestion', '1.03', ''),
('critical_path', 'worst_ep_arrival_time', '10.73', 'ns'),
('drt', 'residual_drc_count', '0', ''),
('clock_network', 'hold_buffers', '0', ''),
('synthesis', 'unique_cell_type_count_in_the_yosys_netlist', '26', ''),
('final_timing', 'final.min_clock_period', '10.38', 'ns'),
('global_routing', 'grt_max_degree', '19', ''),
('drt', 'diodes', '0', ''),
('synthesis', 'ys_cells', '4489', ''),
('drt', 'drt_iter0_markers', '1291', ''),
('final_timing', 'max_slew_margin', '44.1', '%'),
('drt', 'via_per_inst', '4.76', ''),
('final_timing', 'hold_viol', '0', ''),
('placement', 'dp_hpwl', '112000', 'µm'),
('drt', 'num_vias', '28702', ''),
('synthesis', 'ys.warnings.count', '1', ''),
('drt', 'routed_wl', '138000', 'µm'),
('synthesis', 'synth.yosys.seq_area_share', '19.7', '%'),
('synthesis', 'post-synth-top-area-cell', 'fa_1', ''),
('final_layout', 'final_common_cell', 'inv_1', ''),
('synthesis', 'syn-instance-count', '4489', ''),
('clock_network', 'cts_h_tree_depth', '2', ''),
('synthesis', 'yosys.stat.chipArea', '46400', 'µm²'),
('final_timing', 'slew_viol_final', '0', ''),
('final_layout', 'register_area', '9130', 'µm²'),
('critical_path', 'path_common_cell', 'fa_1', ''),
('clock_network', 'path_clk_slew', '0.07', 'ns'),
('final_timing', 'skew', '0.0469', 'ns'),
('critical_path', 'cp-start-kind', 'register', ''),
('final_layout', 'layout.filler_cells', '10751', ''),
('global_routing', 'grtUsageTotal', '26.8', '%'),
('synthesis', 'yosysTopAreaCellShare', '39.4', '%'),
('clock_network', 'cts_tree', 'built', ''),
('drt', 'drt-pass1-iter-count', '18', ''),
('synthesis', 'ys_seq_elements', '304', ''),
('synthesis', 'post_synth.cell_area_avg', '10.3', 'µm²'),
('critical_path', 'worst_path_required', '11.64', 'ns'),
('final_timing', 'finalHoldWorstSlack', '1.32', 'ns'),
('global_routing', 'globalRouteOverflowTotal', '0', ''),
('critical_path', 'critical_path_peak_fanout', '16', ''),
('placement', 'placed_area', '48500', 'µm²'),
('placement', 'placement.io_buffers', '39', ''),
('floorplanning', 'die_y', '342', 'µm'),
('final_timing', 'grt_setup_unrepaired', 'no', ''),
('flow_run', 'log.warning_count', '25', ''),
('final_layout', 'layoutNonFillerInstCount', '6026', ''),
('floorplanning', 'floorplanUtilization', '40.4', '%'),
('final_timing', 'timing.final.crit_share', '91.9', '%'),
('clock_network', 'clkSinkCount', '304', ''),
('worst_hold_path', 'hold_path_class', 'register to register', ''),
('final_layout', 'final_core_utilization', '43.5', '%'),
('final_timing', 'top_achievable_clock_speed', '0.0963', 'GHz'),
('floorplanning', 'number_of_top_level_pins', '40', ''),
('final_timing', 'final-setup-viol-count', '0', ''),
('synthesis', 'synth.area.top_cells', 'fa_1 39%, edfxtp_1 20%, ha_1 11%', ''),
('clock_network', 'number_of_buffers_added_for_setup_after_cts', '0', ''),
('final_layout', 'ratio_of_cells_with_drive_above_1_in_the_final_layout', '2.61', '%');
synthesized netlist by cell type:
master and count:
and2_1 609, a21boi_0 3, xnor2_1 236, ha_1 409, fa_1 912, edfxtp_1 304
a21oi_1 6, xnor3_1 1, nor3b_1 1, clkbuf_1 118, nand2_1 621, clkbuf_2 1
o21ai_0 9, xnor2_2 1, nor2_1 20, nand3b_1 2, nor3_1 6, nand2b_1 2
buf_2 9, nand3_1 2, inv_1 1155, a21o_1 1, or3_1 1, buf_4 3
nor2b_1 3, xor2_1 54
cell families (layout without fill, tap and decap cells):
group                    count (synthesis)  after routing  share of synthesized area (%)
AND/OR/NAND/NOR                       1267           1267                           13.6
flip-flops                             304            304                           19.7
AND-OR/OR-AND                           19             19                          0.227
XOR/XNOR                               292            292                           5.56
buffers and inverters                 1286           1311                           10.5
adder cells (fa/ha/maj)               1321           1321                           50.4
state kept, by name, indices dropped and copies added (netlist names):
register / flops
mem: 288
out_pix: 16
final timing paths:
kind / from / to / depth (start not counted)
max: mem[9][0] / out_pix[15] / 28
min: mem[16][0] / out_pix[0] / 5
max reg2reg: mem[9][0] / out_pix[15] / 28
min reg2reg: mem[16][0] / out_pix[0] / 5
metal layers:
metal	vias to the layer above	track usage, %	wire length (µm)
met3	174	13.3	16700
li1	12984	-	-
met4	0	6.69	4790
met5	-	0	0
met2	971	39.5	63000
met1	14573	37.3	53700
critical path, delay by kind of cell, from the launching register on:
kind | cells | cell delay [ns]
adder cells (fa/ha/maj) | 12 | 6.19
buffers and inverters | 6 | 0.32
flip-flops | 1 | 0.81
XOR/XNOR | 9 | 2.60
AND/OR/NAND/NOR | 1 | 0.18
final cells by class:
class	count	area share, %
flip-flops and latches	304	18.3
clock inverters	30	0.688
well taps	1512	3.79
multi-input cells	2899	65.0
inverters	1155	8.70
repair buffers	82	1.43
clock buffers	44	2.08
