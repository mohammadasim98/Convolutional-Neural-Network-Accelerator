<file path="./constraint.sdc">
current_design conv2DControl

set clk_period 3.0
set clk_io_pct 0.2

create_clock -name clk0 -period $clk_period [get_ports {clk}]

set non_clock_inputs [all_inputs -no_clocks]
set_input_delay [expr $clk_period * $clk_io_pct] -clock clk0 $non_clock_inputs
set_output_delay [expr $clk_period * $clk_io_pct] -clock clk0 [all_outputs]
</file>
<file path="./design.v">
`timescale 1ns / 1ps
module conv2DControl(en_conv2d, clk, done, base_addrA, base_addrB, en, ack);
	input en_conv2d, clk, done;
	output reg [3:0]base_addrA;
	output reg [12:0]base_addrB;
	output reg en;
	reg [1:0]j;
	output reg ack;
	initial begin
		base_addrA <= 0;
		base_addrB <= 0;
		j <= 1;
		ack <= 0;
		en <= 0;
	end
	always @ (posedge clk)begin
		ack <= 0;
		if(en_conv2d && done == 0)begin
			en <= 1;
			base_addrA <= base_addrA;
			base_addrB <= base_addrB;
		end
		else if (done)begin
			ack <= 1;
			en <= 0;
			if (base_addrB < 48*j-3)
				base_addrB <= base_addrB + 1;
			else begin
				j = j+1;
				base_addrB <= base_addrB + 3;
			end
		end	
	end
endmodule
</file>
<file path="./config.mk">
export PLATFORM = sky130hd
export DESIGN_NAME = conv2DControl
export DESIGN_NICKNAME = conv2DControl
export VERILOG_FILES = /design/flow/design.v
export SDC_FILE = /design/flow/constraint.sdc
export NUM_CORES = 4
export LEC_CHECK = 1
export CORE_AREA = 10 10 99 99
export DIE_AREA = 0 0 109 109
</file>
<file path="./run.sh">
#!/bin/bash
# OpenROAD 26Q1-2900-gdf79404cd8, Yosys 0.63+post, stock flow scripts
make -C /OpenROAD-flow-scripts/flow DESIGN_CONFIG=/design/flow/config.mk WORK_HOME=/design/flow/orfs finish
</file>
==> summary.txt <==
flow finished, numbers: RSZ-0062 raised after global routing true, Hold Path End en$_SDFFE_PP1P_, final non-filler cell total 214, die width 109 µm, Synth Flop Type edfxtp_1, worst-path cell chain inv_1 -> ha_2 -> inv_1 -> ha_1 -> nand3b_1 -> nor3_2 -> o211ai_1 -> and2_1 -> fa_2 -> nand4b_1 -> nor2_1 -> xor2_1, area share, top type 0.4364, total power roughly 0.79 mW, ANT nets after route 0, Clock Skew between 0.004 and 0.005 ns, Setup WS pre-CTS -0.006719 ns, Log Warnings 27, CTS tree done, yosys warns 1, Fin. Hold Viols 0, most area-hungry cell type in the Yosys netlist edfxtp_1, final setup fails 0, Worst VDD drop about 0.17 mV, busiest grt layer met2, max-cap viol count 0, Synth Instances between 80 and 90, max-slew violations 0, Crit. End Element register, final WL approximately 2.3 mm, Vias per Instance about 3.3, initial antenna violation count 0, CTS Sinks 17, DR iter-0 viols 33, LEAKAGE 0.5113 nW, layout cells sized above 1 0.1429, clk slew on worst S/H paths approximately 0.07 ns, number of I/O port buffers 17, worst min path class register to register, syn avg cell area around 12 µm², H-Tree Depth 1, Max Fanout on Critical Path 6, clock buffer depth 2, vias in the first global route just over 700, Worst EP arrival approximately 2.8 ns, asr flop ratio synth 0, total CTS buffers 3, critical path type register to register, WHS Path Cells 2, Yosys Chip Area 1032 µm², die height ~110 µm, routability cong. around 0.75, minimum clock period approximately 2.8 ns, worst reg2reg endpoint base_addrB[12]$_DFFE_PP_, DRC Markers 0, first-pass GRT wire length around 3.7 mm, Synth Seq Share 0.4752, CP bufs+invs 2, FMAX 0.3527 GHz, R2R cell count 12, chip area about 12,000 µm², CP peak stage delay roughly 0.42 ns, yosys adder share 0.1527, Vias around 710, Post-CTS Hold Fix Bufs 0, unique cell type count in the Yosys netlist 30, Setup crit start kind register, Hold Crit Start en$_SDFFE_PP1P_, status finished, final reports clean, Avg WL per Cell 10.96 µm, Top delay family on crit path adder cells, met1 Usage GRT 0.05203, RR Startpoint j[0]$_DFFE_PP_, Inserted Diodes 0, global routing usage on met2 0.06084, Core ar. a little under 8000 µm², CP most frequent cell inv_1, post-synthesis mux area share 0, met3 Use GR 0.01852, PwrDens 561.9 nW/µm², floorplan utilization 0.1336, I/O pin cnt 22, area fraction in compound gates 0.06424, row count 32, Synth-to-Final Area Change 36.00%, GR Overflow Total 0, Total Routing Usage GR 0.03938, synthesized area between 1000 and 1500 µm², cell total in the yosys stat output 89, top comb family, area simple AND/OR/NAND/NOR gates, TritonRoute pass-1 iters 4, Simple-Gate Fraction of Synth Area 0.1527, Root Buffer Master clkbuf_8, Worst Setup Slack, final 0.1647 ns, HPWL after DPL around 1.7 mm, worst skew pair latency approximately 0.26 ns, xor+xnor area frac 0.09333, post-layout period usage 0.9451, Post-Place Cells approximately 200, largest net degree at the start of global routing 17, slowest cell on the critical path fa_2, top post-synthesis cells by area edfxtp_1, ha_1, xnor2_1, WP data required between 3 and 4 ns, FF-to-FF setup slack around 0.16 ns, FF+latch count, synth 17, number of enable flip-flop cells 15
-- per-stage QoR --
step                hold WS (ns)    util  setup TNS [ns]  cell area (µm²)
detailed placement        0.4662  0.1697       -0.006719             1311
floorplan                 0.4147       -               0             1044
global placement          0.4499  0.1697               0             1311
finish                    0.4715  0.1817               0             1404
global route              0.5098  0.1817         -0.1423             1404
CTS                       0.4820  0.1763               0             1363
-- registers in the layout, indices dropped and copies added, names as in the netlist --
| signal | cells |
|---|---|
| base_addrB | 13 |
| j | 2 |
| ack | 1 |
| en | 1 |
-- worst register-to-register path, cell delays in order (launching register included) --
cell	delay [ns]
edfxtp_1	0.39
inv_1	0.11
ha_2	0.21
inv_1	0.09
ha_1	0.30
nand3b_1	0.11
nor3_2	0.19
o211ai_1	0.15
and2_1	0.20
fa_2	0.42
nand4b_1	0.19
nor2_1	0.13
xor2_1	0.07
-- layout make-up --
class,instances,area (µm²)
clock inverter,1,7.507
fill,845,6324
multi-input combinational,63,506.7
timing repair buffer,22,207.7
tap,102,127.6
sequential,17,490.5
clock buffer,3,41.29
inverter,6,22.52
-- cells by family after synthesis --
| family | count (synthesis) |
|---|---|
| XOR/XNOR | 11 |
| adder cells (fa/ha/maj) | 12 |
| buffers and inverters | 12 |
| AND/OR/NAND/NOR | 26 |
| other | 1 |
| AND-OR/OR-AND | 10 |
| flip-flops | 17 |
-- cells in the mapped netlist (2+ instances only) --
library cell and count:
ha_1 11, buf_4 4, nand3_1 4, xnor2_1 6
nand2_1 5, a21oi_1 3, nor2_1 7, xor2_1 5
clkbuf_1 2, a211oi_1 2, edfxtp_1 15, dfxtp_1 2
inv_1 6
-- power breakdown --
part	switching, mW	internal, mW	total (mW)	leakage, nW
clock network	0.0865	0.0936	0.180	0.0217
registers	0.0516	0.311	0.363	0.163
logic	0.102	0.143	0.246	0.327
-- worst max path at each step --
stage,endpoint,cells after the start,slack [ns],startpoint
5_1_grt,base_addrB[12]$_DFFE_PP_,12,-0.07,j[0]$_DFFE_PP_
4_1_cts,base_addrB[12]$_DFFE_PP_,12,0.08,j[0]$_DFFE_PP_
6_report,base_addrB[12]$_DFFE_PP_,12,0.16,j[0]$_DFFE_PP_
-- metal layers --
metal  vias to the layer above  routed length, µm
met5                         -                  0
met4                         0                  0
met3                         0                195
met2                        20               1044
met1                       331               1104
li1                        354                  -
-- placed cells by master (no fill, tap or decap), types with 2 or more instances in the layout --
master / netlist / routed
clkbuf_8: 0 / 3
nand3_1: 4 / 4
buf_4: 4 / 5
edfxtp_1: 15 / 15
a21oi_1: 3 / 2
inv_1: 6 / 6
xor2_1: 5 / 5
xnor2_1: 6 / 6
dfxtp_1: 2 / 2
ha_1: 11 / 10
nor2_1: 7 / 7
a211oi_1: 2 / 2
nand2_1: 5 / 5
clkdlybuf4s50_1: 0 / 17
conb_1: 1 / 4
-- timing repair --
action / in CTS / in global routing
pin swaps: 0 / 3
endpoints found under the hold margin: 0 / 0
resized: 1 / 3
setup buffers: 0 / 4
setup endpoints to repair: 1 / 6
Power figures rest on the tool's default switching activity, not on a simulated workload.
